--- flow/design.v ---
`default_nettype none
module pipe_tri_bus (
    input  wire enable,
    input  wire [7:0] i_led_green_intensity,
    input  wire [7:0] i_led_red_intensity,
    input  wire [7:0] i_led_blue_intensity,
    input  wire [7:0] d_led_green_intensity,
    input  wire [7:0] d_led_red_intensity,
    input  wire [7:0] d_led_blue_intensity,
    output wire [7:0] o_led_green_intensity,
    output wire [7:0] o_led_red_intensity,
    output wire [7:0] o_led_blue_intensity
);
    assign o_led_green_intensity = (enable == 1'b1) ? d_led_green_intensity : i_led_green_intensity;
    assign o_led_red_intensity   = (enable == 1'b1) ? d_led_red_intensity   : i_led_red_intensity;
    assign o_led_blue_intensity  = (enable == 1'b1) ? d_led_blue_intensity  : i_led_blue_intensity;
endmodule
--- flow/run.sh ---
#!/bin/bash
# OpenROAD 26Q1-2900-gdf79404cd8, Yosys 0.63+post, stock flow scripts
make -C /OpenROAD-flow-scripts/flow DESIGN_CONFIG=/design/flow/config.mk WORK_HOME=/design/flow/orfs finish
--- flow/config.mk ---
export PLATFORM = sky130hd
export DESIGN_NAME = pipe_tri_bus
export DESIGN_NICKNAME = pipe_tri_bus
export VERILOG_FILES = /design/flow/design.v
export SDC_FILE = /design/flow/constraint.sdc
export NUM_CORES = 4
export LEC_CHECK = 1
export CORE_AREA = 10 10 70 70
export DIE_AREA = 0 0 80 80
--- flow/constraint.sdc ---
current_design pipe_tri_bus

set clk_period 1.0
set clk_io_pct 0.2

create_clock -name clk0 -period $clk_period

set non_clock_inputs [all_inputs -no_clocks]
set_input_delay [expr $clk_period * $clk_io_pct] -clock clk0 $non_clock_inputs
set_output_delay [expr $clk_period * $clk_io_pct] -clock clk0 [all_outputs]
==> Slide: Implementation Results <==
Implementation Results

Drt
  • Vias per cell: 3.48
  • Via count: 511
  • Drt drc: 0
  • ANT nets after route: 0
  • Final WL: between 2 and 2.5 mm
  • Drt initial violations: 2
  • First-pass DRT Iterations: 2
  • WL/cell: ~14 um
  • Diode count: 0

Critical path
  • CP startpoint kind: input port
  • Worst Setup End Kind: output pin
  • Critical path arrival: 0.87 ns
  • WP data required: ~0.80 ns
  • Critical Path, Cell by Cell: buf_12 > buf_16 > mux2_4 > buf_6
  • Critical setup path kind: input port to output pin
  • Critical Path Fanout Max: 6
  • Slowest cell on crit path: mux2_4
  • CP peak stage delay: 0.30 ns

Finish
  • Clock buffers: 0
  • Post-layout util: 0.346
  • Layout cells sized above 1: 0.525
  • Fillers: between 300 and 400
  • Storage cell area: 0 um2
  • Logic area: 360 um2
  • Flops: 0
  • Final Non-Filler Cells: 147
  • Area Overhead vs Synth: 198%

Global routing
  • First-pass GRT wire length: around 3.1 mm
  • Largest net degree at the start of global routing: 7
  • Antenna violations before repair: 0
  • Total grt overflow: 0
  • Vias in the first global route: 578
  • GRT Total Usage: 0.0603

Floorplan
  • FP Core Util: 0.116
  • Die Width: ~80 um
  • Rows: 21
  • Die height: 80 um
  • Chip area: 6400 um2
  • Io pins: ~73
  • Core area: 3420 um2

Place
  • Inst Count DP: 144
  • Detail Placement HPWL: 1.79 mm
  • IO buf count: ~73
  • Placer Congestion: 0.741

Logic synthesis
  • Mean Syn Cell Area: 14.7 um2
  • Syn Std Cell Area: roughly 400 um2
  • Yosys stat chip area: around 400 um2
  • Mapped Cells: 27
  • YS warnings: 0
  • Synth Seq Share: 0
  • # Cells Yosys: 27
  • Distinct cells, synth: 4

Timing
  • Final setup vio count: 24
  • Fin crit share: 1.07
  • Slew Limit Fails: 0
  • RSZ-0062 raised after global routing: true
  • Final hold violation count: 0
  • Measured slew at the worst slew-check pin: 0.0634 ns
  • Max Clk Rate: 935 MHz
  • Post-layout min period: 1.07 ns
  • Slew headroom: 0.958
  • Worst setup margin: -0.0697 ns

Pwr
  • Total power: 457 uW
  • Leakage: 0.635 nW
  • Power Density: ~390 nW/um2
  • Worst IR drop on VDD: 151 uV

Outcome
  • Failing checks: negative setup slack
  • Status: finished with violations

Hold path
  • Hold WC Path Type: input port to output pin

Job
  • OpenROAD warning count: 34
  • Max-Cap Viols: 0

Clock network
  • Post-CTS Setup Bufs: 0
[cells in the final DEF (no fill, tap or decap)]
| master | count |
|---|---|
| dlygate4sd2_1 | 48 |
| mux2_4 | 24 |
| buf_6 | 16 |
| buf_2 | 8 |
| buf_16 | 3 |
| buf_12 | 2 |
[cells by family after synthesis]
family	synth area share
buffers and inverters	0.129
multiplexers	0.871
[final timing paths]
path	start	endpoint	slack (ns)	cells after the start
setup / recovery	enable	o_led_green_intensity[0]	-0.07	4
hold / removal	d_led_blue_intensity[2]	o_led_blue_intensity[2]	0.79	3
[layout make-up]
type	count	share of cell area
Multi-Input combinational cell	24	0.305
Timing Repair Buffer	77	0.646
Tap cell	46	0.0487
[metrics by stage]
step                      worst slack (ns)  area (um2)  setup TNS (ns)  hold WS [ns]
after floorplan                     0.0697         397               0         0.498
after global placement              -0.892        1150          -20.80          1.44
after detailed placement            -0.908        1150          -21.00          1.44
after CTS                          -0.0777        1150           -1.74         0.799
after global routing               -0.0881        1180           -2.02         0.803
final                              -0.0697        1180           -1.58         0.794
[what timing repair did]
item | in CTS | in global routing
resized | 147 | 5
hold buffers | 0 | 0
gates cloned | 3 | 0
endpoints found under the setup margin | 24 | 24
[cells in the mapped netlist (all sizes together)]
master,instances,area [um2]
buf,3,51.3
mux2,24,345
[per-layer routing]
metal  part of all wire  GRT usage
met1               0.34     0.0672
met4                  0          0
met5                  0          0
met3               0.11     0.0261
met2               0.54      0.109
[critical path: cells and delay by family]
family	cells	cell delay, ns
multiplexers	1	0.30
buffers and inverters	3	0.37
[power by group]
part	switching [mW]	internal [mW]
Combinational	0.101	0.357
Clock	0	0
Sequential	0	0
Total	0.101	0.357
Power and IR drop assume default switching activity.
