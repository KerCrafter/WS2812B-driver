--- flow/design.v ---
`default_nettype none
module NRZ_sequence #(
    parameter DURATION_CLK_COUNTS = 62,
    parameter CODE_0_HIGH_DURATION_CLK_COUNTS = 19,
    parameter CODE_1_HIGH_DURATION_CLK_COUNTS = 39
)(
    input  wire clk,
    input  wire reset,
    input  wire trigger,
    input  wire bit_to_code,
    output reg  seq = 1'b0
);
    reg [$clog2(DURATION_CLK_COUNTS)-1:0] step = 0;
    always @(posedge clk) begin
        if (reset) begin
            step <= 0;
        end else begin
          if (trigger == 1'b1)
              step <= 0;
          else if (step != DURATION_CLK_COUNTS)
              step <= step + 1'd1;
        end
    end
    always @(*) begin
        if ((bit_to_code == 1'b0 && step <= CODE_0_HIGH_DURATION_CLK_COUNTS) ||
            (bit_to_code == 1'b1 && step <= CODE_1_HIGH_DURATION_CLK_COUNTS))
            seq = 1'b1;
        else
            seq = 1'b0;
    end
endmodule
`default_nettype none
module WS2812B_driver #(
    parameter MAX_POS = 16
)(
    input  wire clk,
    input  wire reset,
    output reg  leds_line = 1'b0,
    input  wire update_frame,
    output reg [$clog2(MAX_POS)-1:0] program_led_number = 0,
    input  wire [7:0] program_red_intensity,
    input  wire [7:0] program_blue_intensity,
    input  wire [7:0] program_green_intensity
);
    localparam [5:0] step_max = 62;
    localparam [11:0] reset_step_max = 2600;
    localparam [4:0] bit_proceed_max = 23;
    localparam [1:0] WaitTrigger = 2'b00;
    localparam [1:0] SendLEDsData = 2'b01;
    localparam [1:0] ValidateSeq = 2'b10;
    localparam [1:0] WaitTriggerRelease = 2'b11;
    reg [5:0] step = 0;
    reg [4:0] bit_proceed = 0;
    reg [11:0] reset_step = 0;
    reg [1:0] stage = WaitTrigger;
    reg seq_trigger;
    reg seq_bit_to_code;
    wire seq_line;   
    wire [23:0] data_concat = {program_green_intensity, program_red_intensity, program_blue_intensity};
    NRZ_sequence #(
        .DURATION_CLK_COUNTS(62),
        .CODE_1_HIGH_DURATION_CLK_COUNTS(39),
        .CODE_0_HIGH_DURATION_CLK_COUNTS(19)
    ) NRZ_sequence_inst (
        .clk(clk),
        .reset(reset),
        .trigger(seq_trigger),
        .bit_to_code(seq_bit_to_code),
        .seq(seq_line)    
    );
    always @(posedge clk) begin
        if (reset) begin
            seq_trigger <= 1'b0;
            seq_bit_to_code <= 0;
            stage <= WaitTrigger;
            step <= 0;
            bit_proceed <= 0;
            reset_step <= 0;
            leds_line <= 0;
        end else begin
          leds_line <= seq_line;
          case (stage)
              WaitTrigger: begin
                  if (update_frame == 1'b1) begin
                      seq_trigger <= 1'b1;
                      seq_bit_to_code <= data_concat[bit_proceed_max - bit_proceed];
                      stage <= SendLEDsData;
                  end else begin
                      seq_trigger <= 1'b0;
                  end
              end
              SendLEDsData: begin
                  if (seq_trigger == 1'b1)
                      seq_trigger <= 1'b0;
                  if (step == step_max) begin
                      step <= 0;
                      if (bit_proceed == bit_proceed_max) begin
                          bit_proceed <= 0;
                          if (program_led_number == MAX_POS - 1) begin
                              program_led_number <= 0;
                              stage <= ValidateSeq;
                          end else begin
                              program_led_number <= program_led_number + 1'd1;
                              seq_bit_to_code <= data_concat[bit_proceed_max];
                              seq_trigger <= 1'b1;
                          end
                      end else begin
                          seq_trigger <= 1'b1;
                          bit_proceed <= bit_proceed + 1'd1;
                          seq_bit_to_code <= data_concat[bit_proceed_max - (bit_proceed + 1)];
                      end
                  end else begin
                      step <= step + 1'd1;
                  end
              end
              ValidateSeq: begin
                  if (reset_step == reset_step_max) begin
                      stage <= WaitTriggerRelease;
                      seq_trigger <= 1'b0;
                      reset_step <= 0;
                  end else begin
                      reset_step <= reset_step + 1'd1;
                  end
              end
              WaitTriggerRelease: begin
                  if (update_frame == 1'b0)
                      stage <= WaitTrigger;
              end
          endcase
      end
    end
endmodule
--- flow/run.sh ---
#!/bin/bash
# OpenROAD 26Q1-2900-gdf79404cd8, Yosys 0.63+post, stock flow scripts
make -C /OpenROAD-flow-scripts/flow DESIGN_CONFIG=/design/flow/config.mk WORK_HOME=/design/flow/orfs finish
--- flow/config.mk ---
export PLATFORM = sky130hd
export DESIGN_NAME = WS2812B_driver
export DESIGN_NICKNAME = WS2812B_driver
export VERILOG_FILES = /design/flow/design.v
export SDC_FILE = /design/flow/constraint.sdc
export NUM_CORES = 4
export LEC_CHECK = 1
export CORE_UTILIZATION = 30
--- flow/constraint.sdc ---
current_design WS2812B_driver

set clk_period 5.0
set clk_io_pct 0.2

create_clock -name clk0 -period $clk_period [get_ports {clk}]

set non_clock_inputs [all_inputs -no_clocks]
set_input_delay [expr $clk_period * $clk_io_pct] -clock clk0 $non_clock_inputs
set_output_delay [expr $clk_period * $clk_io_pct] -clock clk0 [all_outputs]
==> Implementation_results.wiki <==
== Run summary ==
{| class="wikitable"
! Metric !! Value
|-
| Status || complete, no violations
|-
| Least-Margin Pin Slew || 0.828 ns
|-
| Switching power of the nets || 0.237 mW
|-
| Sequential group share of total power || 44.9%
|-
| RSZ-0062 raised after global routing || no
|-
| Final GP Congestion || 0.838
|-
| Worst reg2reg path endpoint || seq_bit_to_code
|-
| Startpoint of the most critical setup path || program_red_intensity[3]
|-
| Worst EP arrival || 2.80 ns
|-
| Chip area || 8820 µm²
|-
| Hold buffers post-CTS || 0
|-
| Routed metal-1 wirelength || about 2600 µm
|-
| Core Area || slightly above 8000 µm²
|-
| Post-CTS setup repair buffer count || 0
|-
| Chip Area, Yosys || 2530 µm²
|-
| Clock period minus worst slack || 2.64 ns
|-
| Post-Synthesis Cell Area || 2530 µm²
|-
| Drt pass-1 iters || 4
|-
| Timing endpoint of the critical path || seq_bit_to_code
|-
| Total length of routed wires || 5020 µm
|-
| Worst-case clock skew || 0.00591 ns
|-
| Number of clock sinks seen by CTS || 38
|-
| Area growth syn-to-layout || 18.7%
|-
| Largest combinational cell category by area || simple AND/OR/NAND/NOR gates
|-
| All-layer global routing usage || 12.5%
|-
| HPWL after detailed placement || between 3000 and 4000 µm
|-
| Final std cell area, no fill || 3010 µm²
|-
| Pin count of the biggest net entering global routing || 23
|-
| Dominant register cell || dfxtp_1
|-
| Top post-synthesis cells by count || dfxtp_1, nor2_1, inv_1, nand2_1, a21oi_1
|-
| Antenna diode count || 0
|-
| Yosys warning count || 2
|-
| Fin. Hold Viols || 0
|-
| Clock tree from TritonCTS || done
|-
| Unique masters post-synth || 56
|-
| Mux contribution to synthesized area || 14.0%
|-
| Area leader, netlist || dfxtp_1
|-
| Routed Antenna Nets || 0
|-
| Final Power || 0.802 mW
|-
| Initial Util || 31.0%
|-
| Placed instance count || 399
|-
| Highest fanout seen on the critical path || 3
|-
| Fraction of power spent switching nets || 29.5%
|-
| Final count of pins violating max slew || 0
|-
| Synthesized-area fraction occupied by and/or/nand/nor cells || between 20% and 30%
|-
| Die extent in y || approximately 94 µm
|-
| Count leader, synth || dfxtp_1
|-
| Wire length of the first global-routing pass || between 8000 and 9000 µm
|-
| DR vias || 2,067
|-
| Startpoint of the worst register-to-register path || bit_proceed[0]
|-
| Routed WL per cell || 12.3 µm
|-
| Top layer used by detailed routing || met4
|-
| Row cnt || 33
|-
| Filler instances || 792
|-
| Share of flip-flops with an asynchronous set or reset after synthesis || 0%
|-
| Comb power frac || 28.6%
|-
| Path type of the worst min-delay path || reg2reg
|-
| Cell at the root of the clock tree || clkbuf_8
|-
| Leak || between 1 and 1.5 nW
|-
| Layout cell share with drive strength beyond 1 || 10.6%
|-
| Cell area after placement || 2920 µm²
|-
| Wire length on met3 || around 150 µm
|-
| Timing-limited maximum frequency || 379 MHz
|-
| Drt initial violations || 87
|-
| Via count of the first global-routing pass || approximately 1,900
|-
| Worst IR drop on VDD || 123 µV
|-
| Worst Reg-to-Reg Cells || 7
|-
| Post-CTS clock slew at the launch and capture registers of the worst setup and hold paths || ~0.070 ns
|-
| Max Cap Viol || 0
|-
| Rel. slew slack || 44.0%
|-
| Post-synthesis cell count || 276
|-
| Proportion of synthesized chip area in sequential cells || 31.6%
|-
| OpenROAD warning count || 31
|-
| Registers, synthesis || 38
|-
| Cts repair resizes || 0
|-
| Synthesized area divided by synthesized cell count || 9.18 µm²
|-
| Power density of the placed cells || 267 nW/µm²
|-
| Total Negative Setup Slacks || 0 ns
|-
| Congestion Overflow GR || 0
|-
| Top area cells in the synthesized netlist || dfxtp_1, ha_1, mux4_1
|-
| Non-filler cells in the finished layout || between 400 and 500
|-
| Number of setup violations in the final report || 0
|-
| Final Cycle Share || 52.7%
|-
| Share of synthesized cell area in and-or and or-and compound cells || 13.8%
|-
| Category of the worst setup path capture point || flop
|-
| Total cells reported by yosys after synthesis || 276
|-
| H-tree lvl count || 2
|-
| Setup slack of the worst register-to-register path || 2.64 ns
|-
| Clock network fraction of total power || 26.5%
|-
| Adder and majority gate portion of the synthesized area || about 6.4%
|-
| Internal power summed over all cells || 0.565 mW
|-
| Critical path class || in2reg
|-
| Type of origin of the critical path || input port
|-
| Worst setup slack after layout || 2.36 ns
|-
| Clk latency of the worst-skew pair || 0.29 ns
|-
| Via/cell ratio || 5.08
|-
| Number of antenna violations at the first check in global routing || 0
|-
| Width of the chip || roughly 94 µm
|-
| Parity-gate share of the synthesized area counting xor and xnor cells || 6.22%
|-
| I/O pin cnt || 32
|-
| Crit path DRT || 5.16 ns
|-
| Largest type area fraction || 26.9%
|-
| Number of design rule violations left after detail routing || 0
|-
| Maximum buffer depth of the clock tree || 2
|-
| Detail Route met2 WL || 2240 µm
|-
| Post-placement setup slack || 2.05 ns
|-
| Number of flops mapped to enable cells by yosys || 4
|-
| Count of port buffers added during placement || 31
|-
| Cts bufs inserted || 5
|}
-- power by group through the flow --
stage	clock network [mW]	logic, mW	registers, mW
after CTS	0.221	0.232	0.360
after global routing	0.235	0.259	0.365
final	0.212	0.230	0.360
-- worst max-delay path, stage by stage --
cell and delay, ns:
clkdlybuf4s50_1 0.41, mux4_1 0.57, a311oi_1 0.30, a311oi_1 0.08, o311ai_1 0.32, a2111oi_1 0.12
-- routing by layer --
metal  up-vias  track usage [%]
met5         -                0
met4         0             2.05
met3         8             2.14
met2        33             19.0
met1       958             19.1
li1       1068                -
-- layout by cell type, fill, tap and decap left out, types with 2 or more instances in the layout --
master | netlist | layout
dfxtp_1 | 34 | 34
nor2_1 | 32 | 32
clkdlybuf4s50_1 | 0 | 31
inv_1 | 15 | 15
nand2_1 | 15 | 15
a21oi_1 | 14 | 14
ha_1 | 13 | 13
xor2_1 | 11 | 11
nand3_1 | 9 | 9
mux2_2 | 8 | 8
xnor2_1 | 7 | 7
nor3_1 | 7 | 7
nor4_1 | 7 | 7
nand4_1 | 6 | 6
o21ai_0 | 6 | 6
mux4_1 | 6 | 6
clkbuf_8 | 0 | 6
and2_1 | 5 | 5
a211oi_1 | 5 | 5
mux2i_1 | 4 | 4
and3_1 | 4 | 4
a31oi_1 | 4 | 4
o22ai_1 | 4 | 4
edfxtp_1 | 4 | 4
and4_1 | 3 | 3
nor4b_1 | 3 | 3
or2_2 | 3 | 3
a311oi_1 | 3 | 3
mux4_2 | 3 | 3
or3_1 | 2 | 2
a21boi_0 | 2 | 2
nand2b_1 | 2 | 2
buf_4 | 1 | 2
-- final cells by class --
class / instances / area [µm²] / share of cell area (%)
Clock buffer: 7 / 86.3 / 2.87
Clock inverter: 1 / 5.00 / 0.166
Inverter: 15 / 56.3 / 1.87
Multi-Input combinational cell: 208 / 1600 / 53.3
Sequential cell: 38 / 801 / 26.6
Tap cell: 105 / 131 / 4.37
Timing Repair Buffer: 33 / 325 / 10.8
-- worst min path at each step --
| stage | cells after the start | to | start |
|---|---|---|---|
| 4_1_cts | 2 | reset_step[9] | reset_step[9] |
| 5_1_grt | 2 | seq_bit_to_code | seq_bit_to_code |
| 6_report | 2 | reset_step[9] | reset_step[9] |
-- stage by stage --
stage | util (%) | hold slack, ns
detailed placement | 35.7 | 0.493
floorplan | - | 0.462
global placement | 35.7 | 0.486
CTS | 36.8 | 0.507
finish | 36.8 | 0.505
global route | 36.8 | 0.552
-- state kept, by name (all words and copies together) (netlist names) --
signal	count
bit_proceed	5
stage	2
leds_line	1
seq_bit_to_code	1
seq_trigger	1
reset_step	12
NRZ_sequence_inst.step	6
program_led_number	4
step	6
-- cell families after synthesis --
kind of cell             count (synthesis)
AND-OR/OR-AND                           49
XOR/XNOR                                18
adder cells (fa/ha/maj)                 13
buffers and inverters                   30
flip-flops                              38
multiplexers                            21
AND/OR/NAND/NOR                        107
No activity file was given, so power comes from the tool's default toggle rates.
